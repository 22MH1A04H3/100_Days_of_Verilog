**flow/config.mk**
```make
export PLATFORM = sky130hd
export DESIGN_NAME = sine_wave_gen
export DESIGN_NICKNAME = sine_wave_gen
export VERILOG_FILES = /design/flow/design.v
export SDC_FILE = /design/flow/constraint.sdc
export NUM_CORES = 4
export LEC_CHECK = 1
export CORE_UTILIZATION = 50
```
**flow/constraint.sdc**
```tcl
current_design sine_wave_gen

set clk_period 4.8
set clk_io_pct 0.2

create_clock -name clk0 -period $clk_period [get_ports {clk}]

set non_clock_inputs [all_inputs -no_clocks]
set_input_delay [expr $clk_period * $clk_io_pct] -clock clk0 $non_clock_inputs
set_output_delay [expr $clk_period * $clk_io_pct] -clock clk0 [all_outputs]
```
**flow/design.v**
```verilog
module sine_wave_gen(
input logic clk,reset,
  output logic signed[15:0]sine);
  reg [15:0]lut[255:0];
  initial
    begin
      integer i;
      for(i=0;i<256;i++)
        begin
          lut[i]=$rtoi(32767*$sin(2.0*3.14*i/256.0));
        end
    end
  logic [15:0]index;
  logic [7:0]phase_acc;
  logic [7:0]phase_inc=(440/8000)*256;
  always@(posedge clk)
    begin
      if(reset)
        begin
          index<=0;
          phase_acc<=0;
        end
      else if(phase_acc<256)
        begin
          phase_acc<=0;
          index<=index+1;
        end
      else
        begin
          phase_acc<=phase_acc+phase_inc;
        end
      sine<=lut[index[7:0]];
    end
endmodule
```
**flow/run.sh**
```bash
#!/bin/bash
# OpenROAD 26Q1-2900-gdf79404cd8, Yosys 0.63+post, stock flow scripts
make -C /OpenROAD-flow-scripts/flow DESIGN_CONFIG=/design/flow/config.mk WORK_HOME=/design/flow/orfs finish
```
==> flow_summary.json <==
{
  "outcome": "complete, no violations",
  "coreArea_um2": 11400,
  "netlist_area_um2": 5810,
  "layout_min_cycle_time_ps": 3670,
  "power.share.clock": 0.227,
  "route.vias.total": 7647,
  "ioPinCount": 18,
  "grt_max_degree": 110,
  "count_leader_synth": "nand2_1",
  "clkTransAtPathRegs_ps": 80,
  "post_synth_tally_of_flip_flops_with_integrated_enable": 0,
  "postSynthAreaPerCell_um2": 6.75,
  "remaining_drc_errors": 0,
  "synth.largest_area_cell": "dfxtp_1",
  "power_frac_seq": 0.220,
  "cp-end-kind": "flip-flop",
  "first_global_vias": 6801,
  "netlist.area_leader.share": 0.0827,
  "cts_sinks": 24,
  "met1Wirelength_mm": 10.4,
  "synth.yosys.num_cells": 861,
  "route.detailed.vias_per_inst": 8.14,
  "worst-path-max-fanout": 37,
  "cts_root_buffer": "clkbuf_16",
  "rsz0062_at_grt": "no",
  "skew_ps": 4.07,
  "timing.slew.headroom": 0.304,
  "critPathLaunchType": "flip-flop",
  "post_route_cells_drive_above_1_share": 0.0754,
  "worstMarginPinSlew_ps": 1040,
  "static-leakage-power_nw": 2.03,
  "io_buffer_count": 17,
  "met2RoutedLength_mm": 11.0,
  "wl_mm": 30.1,
  "postLayoutCellArea_um2": 5850,
  "yosys_warnings": 1,
  "area.combinational_um2": 4680,
  "postSynth.topFlopCell": "dfxtp_1",
  "chip_area_um2": 12100,
  "highest_layer": "met4",
  "tritoncts": "done",
  "placed_cell_area_um2": 5750,
  "drt_first_iter_violations": 1655,
  "post_drt_wl_per_cell_um": 32.0,
  "standard_cell_rows": 39,
  "hpwl_mm": 19.9,
  "wl_met3_mm": 5.85,
  "yosys.stat.seqShare": 0.0827,
  "crit_required_ps": 4920,
  "power.density_cell_area_nw_per_um2": 182,
  "cts_setup_buffers": 0,
  "vdd.ir_drop.worst_mv": 0.187,
  "netlist-cell-type-count": 79,
  "worst-setup-path-type": "flip-flop to flip-flop",
  "worstSkewPairLatency_ps": 280,
  "hold_buffers": 0,
  "grt_pass1_wl_mm": 44.0,
  "layout_stage_area_growth_over_the_synthesis_result_pct": 0.646,
  "report.final.hold_viol_count": 0,
  "common_cells": "86 x nand2_1, 70 x o21ai_0, 68 x nor2_1",
  "timing.max_cap.violations": 0,
  "max_slew_vio_count": 0,
  "syn_inst": 861,
  "async_reset_ff_frac": 0,
  "tool_warnings": 53,
  "die_w_um": 110,
  "cell_type_of_the_slowest_stage_on_the_worst_timing_path": "ha_1",
  "cts_inserted_buffers": 3,
  "timing.final.setup_violations": 0,
  "finalCritPeriodShare": 0.764,
  "postRouteAntennaNets": 0,
  "grt-ovfl-total": 0,
  "cell_internal_power_uw": 559,
  "critPathArrivalTime_ps": 3790,
  "hold_path.class": "flip-flop to flip-flop",
  "finalWeightedCongestion": 1.18,
  "netSwitchingFraction": 0.475,
  "fill_cells": 1111,
  "switchingPower_uw": 506,
  "antenna_found_initial": 0,
  "fmax_mhz": 273,
  "path_buffers": 1,
  "post_synthesis_sequential_element_count": 24,
  "yosys.stat.chipArea_um2": 5810,
  "cts_max_path_buffers": 2,
  "dr.pass1.iters": 25,
  "post_cts.resized_instances": 0,
  "path_delay_family": "adder cells",
  "fp.dieH_um": 110,
  "critPathMostFrequentCell": "ha_1",
  "timing.hold.ws_ps": 785,
  "regArea_um2": 492,
  "fin_tns_setup_ps": 0,
  "timing.critical_path.cells": "buf_4 -> ha_1 -> ha_1 -> nor2b_1 -> a2111oi_0 -> a211oi_1 -> a311o_1 -> a21boi_1 -> o32ai_1",
  "yosys-top-cells-area": "dfxtp_1 8.3%, ha_1 6.5%, o21ai_0 6.0%",
  "critPathMaxStageDelay_ps": 950,
  "floorplanUtilization": 0.511,
  "cts_max_level": 1,
  "global_route.usage.total": 0.518,
  "power.combinational.fraction": 0.553
}
[final timing paths]
path,from,endpoint,slack (ps),cells after the start
worst max register to register,index[0],sine[1],1130,9
worst max-delay path,index[0],sine[1],1130,9
worst min-delay path,index[7],sine[14],780,3
worst min register to register,index[7],sine[14],780,3
[worst register-to-register path, cell delays in order (launching register included)]
cell and delay (ps):
dfxtp_1 330, buf_4 480, ha_1 970, ha_1 420
nor2b_1 280, a2111oi_0 130, a211oi_1 370, a311o_1 190
a21boi_1 70, o32ai_1 290
[cell type report]
| cell class | instances | area share |
|---|---|---|
| diodes | 1 | 0.000428 |
| clock buffers | 4 | 0.0171 |
| inverters | 19 | 0.0122 |
| multi-input cells | 713 | 0.800 |
| flip-flops and latches | 24 | 0.0840 |
| well taps | 143 | 0.0306 |
| repair buffers | 36 | 0.0556 |
[per-layer routing]
metal	vias up	global-route usage
li1	3146	-
met1	3383	0.663
met2	877	0.678
met3	241	0.290
met4	0	0.289
met5	-	0.0134
[power by group through the flow]
stage | logic (mW) | clock network [mW] | registers, mW
6_report | 0.589 | 0.242 | 0.234
5_1_grt | 0.598 | 0.248 | 0.235
4_1_cts | 0.542 | 0.239 | 0.232
[flip-flops by register name, summed over array words and instances, names as in the netlist]
name and count:
index 8, sine 16
[cell families (layout without fill, tap and decap cells)]
logic type / Yosys count / in the layout / synth area share
AND-OR/OR-AND: 347 / 347 / 0.410
XOR/XNOR: 6 / 6 / 0.00904
adder cells (fa/ha/maj): 30 / 30 / 0.0646
buffers and inverters: 124 / 59 / 0.112
flip-flops: 24 / 24 / 0.0827
multiplexers: 22 / 22 / 0.0637
other: 0 / 1 / 0
AND/OR/NAND/NOR: 308 / 308 / 0.258
[metrics by stage]
stage,power (mW),worst slack (ps),instances,util
floorplan,0.582,1510,861,-
global placement,0.784,1440,935,0.506
detailed placement,0.776,1520,935,0.506
CTS,1.01,1500,939,0.514
global route,1.08,1260,939,0.514
finish,1.06,1130,940,0.515
[layout by cell type (no fill, tap or decap), drive strengths merged, types with 20 or more instances in the layout]
cell	netlist	layout
nand2b	22	22
nand2	87	87
nand3	28	28
nor2b	27	27
a31oi	24	24
nor3	33	33
nor2	70	70
a211oi	20	20
ha	30	30
dfxtp	24	24
o21ai	73	73
a21oi	66	66
o211ai	23	23
No activity file was given, so power comes from the tool's default toggle rates.
