[flow/design.v]
module sort(
  input [31:0]a,b,c,d,e,f,
  output reg [31:0]m,n,o,p,q,r);
  reg [31:0]mem[5:0];
  reg [31:0]t;
  always@(*)
    begin
      mem[0]=a;
      mem[1]=b;
      mem[2]=c;
      mem[3]=d;
      mem[4]=e;
      mem[5]=f;
      for(int i=0;i<6;i++)
        begin
          for(int j=0;j<5;j++)
            begin
              if(mem[j]>mem[j+1])
                begin
                  t = mem[j];
                  mem[j]=mem[j+1];
                  mem[j+1]=t;
                end
            end
        end
      m=mem[0];
      n=mem[1];
      o=mem[2];
      p=mem[3];
      q=mem[4];
      r=mem[5];
    end
endmodule
[flow/run.sh]
#!/bin/bash
# OpenROAD 26Q1-2900-gdf79404cd8, Yosys 0.63+post, stock flow scripts
make -C /OpenROAD-flow-scripts/flow DESIGN_CONFIG=/design/flow/config.mk WORK_HOME=/design/flow/orfs finish
[flow/config.mk]
export PLATFORM = sky130hd
export DESIGN_NAME = sort
export DESIGN_NICKNAME = sort
export VERILOG_FILES = /design/flow/design.v
export SDC_FILE = /design/flow/constraint.sdc
export NUM_CORES = 4
export LEC_CHECK = 1
export CORE_UTILIZATION = 50
[flow/constraint.sdc]
current_design sort

set clk_period 159.4
set clk_io_pct 0.2

create_clock -name clk0 -period $clk_period

set non_clock_inputs [all_inputs -no_clocks]
set_input_delay [expr $clk_period * $clk_io_pct] -clock clk0 $non_clock_inputs
set_output_delay [expr $clk_period * $clk_io_pct] -clock clk0 [all_outputs]
==> results.json <==
{
  "crit_top_cell": "a21oi_1",
  "cap_viol_max_count": 0,
  "tool_warnings": 33,
  "yosysTopAreaCellShare_pct": 25.7,
  "yosys.stat.seqShare_pct": 0,
  "grt_start_max_net_pins": 95,
  "synthTopCellsByCount": "a21oi_1 (1130), nor2_1 (927), ha_1 (921)",
  "grt_pass1_wl_um": 306000,
  "holdCritStartpoint": "f[9]",
  "most_common_cell": "a21oi_1",
  "crit_fanout": 94,
  "yosysUniqueCellTypes": 107,
  "first_pass_iters": 14,
  "gp_congestion": 1.12,
  "antenna_found_initial": 2,
  "grt_pass1_vias": 46194,
  "cts_hold_buf": 0,
  "dpl.hpwl_um": 188000,
  "slowest_stage": "a2111oi_0",
  "die_y_um": 302,
  "clockBufferCount": 0,
  "hold_ws_ns": 66.08,
  "drt.antenna.violating_nets": 0,
  "core-area_sq_mm": 0.0886,
  "dp_slack_ns": 42.00,
  "cpPeakStageDelay_ns": 0.90,
  "max_freq_ghz": 0.00840,
  "hold_class": "primary input to output port",
  "ys_top_cells_by_area": "ha_1 (26%), a21oi_1 (13%), o21ai_0 (8.6%)",
  "drive_gt1_share_pct": 5.59,
  "initial_core_util_pct": 50.7,
  "wl_per_cell_um": 25.3,
  "num_io_pins": 384,
  "drv_slew": 0,
  "worst_setup_path_end_kind": "output port",
  "fin_tns_setup_ns": 0,
  "wl_um": 217000,
  "syn_to_final_growth_pct": 12.7,
  "period_needed_ns": 119.10,
  "worst_slew_pin_slew_ns": 1.23,
  "track_usage_pct": 46.4,
  "syn_area_per_cell_sq_um": 6.25,
  "rows": 109,
  "syn-cell-area_sq_mm": 0.0449,
  "viasPerCell": 6.29,
  "drt_iter0_drc": 7675,
  "path_class": "primary input to output port",
  "crit_path_start_kind": "primary input",
  "portBuffers": 384,
  "seq_area_sq_um": 0,
  "synth_cells": 7183,
  "synth_chip_area_sq_mm": 0.0449,
  "worst_ep_arrival_time_ns": 87.22,
  "yosysTopAreaCell": "ha_1",
  "antennaDiodeCount": 0,
  "final-setup-viol-count": 0,
  "crit_required_ns": 127.52,
  "grt_setup_unrepaired": "no",
  "dr_total_vias": 53908,
  "die_area_sq_mm": 0.0910,
  "whs_endpoint": "m[9]",
  "status": "finished, final reports clean",
  "post_cts_buffers": 0,
  "min_path_cells": 13,
  "setup_ws_ns": 40.30,
  "ys.warnings.count": 2,
  "stdcell_count": 8570,
  "cts_resized": 0,
  "fin_crit_sh_pct": 74.7,
  "overflow": 0,
  "drcViolationCount": 0,
  "die_x_um": 302,
  "yosys_cells": 7183,
  "finalHoldViolations": 0,
  "placed_cells": 8570,
  "max_slew_margin_pct": 17.2,
  "ff_count": 0
}
[worst max-delay path by stage]
| stage | slack (ns) | end | from | cells past startpoint |
|---|---|---|---|---|
| after global routing | 36.39 | q[7] | b[31] | 228 |
| final | 40.30 | q[15] | b[30] | 228 |
| after CTS | 41.83 | q[15] | b[30] | 229 |
[per-layer routing]
layer	GRT usage [%]	wire, um
met3	20.0	34700
met4	12.5	7110
met5	0.880	118
met1	67.4	93400
met2	61.3	81400
[stage by stage]
| stage | area (sq um) | util [%] |
|---|---|---|
| 2_1_floorplan | 44900 | - |
| 3_3_place_gp | 50600 | 57.1 |
| 3_5_place_dp | 50600 | 57.1 |
| 4_1_cts | 50600 | 57.1 |
| 5_1_grt | 50600 | 57.1 |
| 6_report | 50600 | 57.1 |
[cells by family after synthesis]
| group | after synthesis | share of synthesized area (%) |
|---|---|---|
| AOI/OAI and AO/OA | 2482 | 31.6 |
| and+or+nand+nor | 2309 | 22.9 |
| buffers and inverters | 965 | 8.23 |
| adders and majority gates | 929 | 25.8 |
| muxes | 471 | 10.8 |
| xor gates and xnor gates | 27 | 0.527 |
[final cells by class]
cell class,count,area [sq um]
fillers,8467,38000
repair buffers,607,5520
multi-input cells,6218,41500
well taps,1165,1460
inverters,580,2180
[worst max-delay path: cells and delay by family]
| kind | cells | cell delay (ns) |
|---|---|---|
| compound gates | 128 | 29.03 |
| mux | 6 | 2.59 |
| buf+inv | 21 | 9.61 |
| simple gates | 58 | 8.80 |
| fa+ha+maj | 15 | 4.91 |
[layout by cell type, fill, tap and decap left out, types with 30 or more instances in the layout]
cell,netlist,layout
a21oi_1,1130,1127
nor2_1,927,924
ha_1,921,921
o21ai_0,773,773
nand2_1,725,724
inv_1,580,580
clkdlybuf4s50_1,0,384
mux2i_1,360,360
buf_4,9,223
a21o_1,215,215
nand4_1,185,185
nor2b_1,120,120
mux2_2,105,105
nand2b_1,89,89
nand3_1,81,81
a311oi_1,41,41
nor3_1,39,39
o31ai_1,39,37
o21ai_1,31,30
