[./config.mk]
export PLATFORM = sky130hd
export DESIGN_NAME = dpr
export DESIGN_NICKNAME = dpr
export VERILOG_FILES = /design/flow/design.v
export SDC_FILE = /design/flow/constraint.sdc
export NUM_CORES = 4
export LEC_CHECK = 1
export CORE_UTILIZATION = 50
[./constraint.sdc]
current_design dpr

set clk_period 13.5
set clk_io_pct 0.2

create_clock -name clk0 -period $clk_period [get_ports {clk}]

set non_clock_inputs [all_inputs -no_clocks]
set_input_delay [expr $clk_period * $clk_io_pct] -clock clk0 $non_clock_inputs
set_output_delay [expr $clk_period * $clk_io_pct] -clock clk0 [all_outputs]
[./design.v]
module dpr#(parameter data_w=8,data_d=32,add_w=8)
(input clk,rst,
input [data_w-1:0]din1,din2,
input [add_w-1:0]add1,add2,
input we1,we2, 
output reg [data_w-1:0]dout1,dout2);
integer i;
reg [data_w-1:0]mem[data_d-1:0];
always@(posedge clk)
begin
if(rst)
for(i=0;i<data_d;i=i+1)
begin
mem[i]=0;
end
end
always@(posedge clk)
begin
if(we1)
mem[add1]<=din1;
else
dout1<=mem[add1];
end
always@(posedge clk)
begin
if(we2)
mem[add2]<=din2;
else
dout2<=mem[add2];
end
endmodule
[./run.sh]
#!/bin/bash
# OpenROAD 26Q1-2900-gdf79404cd8, Yosys 0.63+post, stock flow scripts
make -C /OpenROAD-flow-scripts/flow DESIGN_CONFIG=/design/flow/config.mk WORK_HOME=/design/flow/orfs finish
==> results.txt <==
yosys + openroad results -> fin. max-slew vios=0, Worst-path clk slew=around 60 ps, ys async rst share=0, largest net degree at the start of global routing=~160, H-tree levels=1, Log Warnings=35, Switch Pwr=between 500 and 600 uW, combinational share of power=0.108, Rel. slew slack=0.374, number of buffers created by CTS=31, Startpoint Class=primary input, fill count=roughly 3000, flop-to-flop setup slack=11330 ps, Clock power frac=0.444, Std-Cell Rows=65, Seq pwr share=0.448, Hold Crit Depth=2, clock skew=13.9 ps, diode count=0, CTS tree=built, Congestion Overflow GR=0, Slowest Stage Delay on Critical Path=790 ps, Detailed Route Iter0 Violations=between 1500 and 2000, Final TNS setup=0 ps, Init Core Util=0.513, Fin. Hold Viols=0, critical path arrival=just under 6000 ps, final tally of setup violations=0, core area=approximately 32000 sq um, antenna viol nets, final=0, post-CTS sizing=0, count leader, synth=nand2_1, clk sink count=around 270, via/cell ratio=6.71, Sw Ratio=0.276, yosys stat chip area=~16000 sq um, root buf cell=clkbuf_16, Mapped Area=16400 sq um, Achievable Freq=about 180 MHz, met1 WL=27700 um, top_reg_cell synth=dfxtp_1, fin worst setup slack=7830 ps, Max Cap Violations=0, crit path cell chain=buf_6, buf_4, buf_4, mux2i_1, o22ai_1, nor4_1, nand2_1, # port buffers=approximately 45, DIE HEIGHT=~180 um, chip area=33500 sq um, Top cells by area=dfxtp_1, mux2i_1, a311oi_1, #FFs+latches synth=about 270, share of cells above drive strength 1=0.0646, half-perimeter wire length after placement=between 40000 and 50000 um, Area leader share=0.313, cell total in the yosys stat output=around 2100, Seq share, synth=0.343, GPL Wtd Cong=about 1.1, WP data required=approximately 14000 ps, Placed Area=approximately 17000 sq um, Post-CTS Setup Inserts=0, Internal Power=roughly 1400 uW, post-layout period usage of the worst path=0.420, Clock Path Buffers=3, cell family contributing the most delay on the critical path=buffers and inverters, Yosys warnings=1, Max rail drop VDD=around 100 uV, list of most frequent post-synthesis cells=nand2_1, nor2_1, a311oi_1, dfxtp_1, mux2i_1, Worst path depth=7, Leak=between 0.005 and 0.006 uW, Synth cell types=approximately 40, metal3 WL=7420 um, vias=about 17000, gr usage total=0.416, pin slew with the least headroom to its limit=936 ps, vias in the first global route=~15000, Synth area leader=dfxtp_1, RSZ-0062 raised after global routing=false, area grow syn2layout=7.86%, Cells after Synth=2090, chip width=roughly 180 um, most used cell, CP=buf_4, CP max-delay cell=nor4_1, Pre-antenna DRT Iters=5, syn_area_per_cell=~7.8 sq um, Setup CP Type=primary input to register, Met2 Routed Length=slightly below 30000 um, pwr dens=106 nW/um^2, drt wl/cell=about 27 um, Hold Worst Slack=between 400 and 500 ps, # hold bufs at CTS=0, final wirelength=around 67000 um, fin area=about 18000 sq um, CP max FO=43, reg2reg path depth=4, outcome=finished clean, critical path endpoint category=register, worst slack, placed=7440 ps, Final min period=between 5000 and 6000 ps, Finished Core Util=0.554, first-pass GRT wire length=around 99000 um, highest routed layer=met5, worst path bufs/invs=3, Top-Level Pins=~52, clk latency late pin=between 500 and 600 ps, worst hold path class=register to register, EDFF count, synth=16, initial antenna violation count=1, DRC errors left=0
power groups by stage:
stage,Clock (uW),Sequential (uW),Combinational (uW)
4_1_cts,836,840,195
5_1_grt,865,842,209
6_report,832,841,202
through the flow:
stage | std cells | power, uW
floorplan | 2090 | 979
global placement | 2408 | 1050
detailed placement | 2408 | 1050
CTS | 2464 | 1870
global route | 2464 | 1920
finish | 2464 | 1870
cells by family after synthesis:
| group | after synthesis | share of synthesized area |
|---|---|---|
| and+or+nand+nor | 978 | 0.260 |
| buffers and inverters | 200 | 0.0545 |
| AOI/OAI and AO/OA | 384 | 0.186 |
| muxes | 256 | 0.157 |
| DFF | 272 | 0.343 |
metal layers:
metal  vias to the layer above  track usage
li1                       7476            -
met1                      7962        0.624
met2                       927        0.612
met3                       169       0.0935
met4                         2        0.134
met5                         -            0
path summary, 6_finish.rpt:
kind                            startpoint         end
worst max-delay path               add1[1]    dout1[6]
worst min-delay path            mem[13][4]  mem[13][4]
worst max register to register  mem[26][4]    dout2[4]
worst min register to register  mem[13][4]  mem[13][4]
layout make-up:
type	count	area (sq um)	area share
Multi-Input combinational cell	1618	9870	0.559
Timing Repair Buffer	81	659	0.0374
Clock buffer	46	892	0.0505
Inverter	2	7.51	0.000425
Tap cell	435	544	0.0308
Sequential cell	272	5610	0.318
Clock inverter	10	75.1	0.00425
sequential cells by signal (all words and copies together) (netlist names):
signal,cells
dout1,8
mem,256
dout2,8
worst min-delay path: cells and delay by family (launching register included):
family | cells | cell delay [ps]
DFF | 1 | 320
and+or+nand+nor | 1 | 50
AOI/OAI and AO/OA | 1 | 70
layout by cell type (no fill, tap or decap), drive strengths merged, types with 4 or more instances in the layout:
cell type      Yosys  layout
buf               99      54
nand3             18      18
nand2            573     573
nor3b              6       6
o22ai            128     128
nand4b             8       8
mux2i            256     256
or3                5       5
clkinv             0       9
clkbuf            99      47
a311oi           256     256
edfxtp            16      16
and3b              7       7
nand4bb            8       8
clkdlybuf4s50      0      26
dfxtp            256     256
nor4              32      32
nor3              14      14
nand3b             4       4
or4bb              4       4
and3               8       8
nor2             274     274
or4b               8       8
Power is estimated from default activity; no workload was simulated.
